==> flow/design.v <==
module digiclk(
    input wire clk, rst,
    input wire time_set,        
    input wire inc_hr, dec_hr, inc_min, dec_min,     
    output reg [6:0] Disp_Val,     
    output reg [7:0] Disp_Seg,      
    output wire dp
);
    assign dp = 1;
    reg [5:0] outh, outm, outs;            
    reg clk_1;                       
    reg [26:0] counter;              
    reg [15:0] CntRec;               
    wire [6:0] outsegm1, outsegm2;   
    wire [6:0] outsegh1, outsegh2;   
    always @(posedge clk, posedge rst) begin
        if(rst) begin
            clk_1 <= 0;
            counter <= 0;   
        end else if(counter == 27'd49999999) begin
            clk_1 <= ~clk_1;
            counter <= 27'd0;
        end else counter <= counter + 1;  
    end
    always @(posedge clk or posedge rst) begin
        if(rst)
            CntRec <= 16'd0;
        else
            CntRec <= CntRec + 1;
    end
    always @(posedge clk_1) begin
        if(rst) begin
            outh <= 6'd0;
            outm <= 6'd0;
        end else if(time_set) begin
            if(inc_hr) begin
                outh <= (outh == 6'd23) ? 6'd0 : outh + 1;
            end else if(dec_hr) begin
                outh <= (outh == 6'd0) ? 6'd23 : outh - 1;
            end
            if(inc_min) begin
                outm <= (outm == 6'd59) ? 6'd0 : outm + 1;
            end else if(dec_min) begin
                outm <= (outm == 6'd0) ? 6'd59 : outm - 1;
            end
        end 
            if(outs == 6'd59) begin
                outs <= 6'd0;
                    if(outm == 6'd59) begin
                        outm <= 6'd0;
                        outh <= (outh == 6'd23) ? 6'd0 : outh + 1;
                    end else
                        outm <= outm + 1;
                    end else
                        outs <= outs + 1;
            end
    wire [3:0] bcd_m0, bcd_m1;
    wire [3:0] bcd_h0, bcd_h1;
    bin2bcd conv_min  (.bin(outm),  .bcd0(bcd_m0), .bcd1(bcd_m1));
    bin2bcd conv_hour (.bin(outh),  .bcd0(bcd_h0), .bcd1(bcd_h1));
    bcd2seg conv_m1(.bcd(bcd_m0), .outseg(outsegm1));
    bcd2seg conv_m2(.bcd(bcd_m1), .outseg(outsegm2));
    bcd2seg conv_h1(.bcd(bcd_h0), .outseg(outsegh1));
    bcd2seg conv_h2(.bcd(bcd_h1), .outseg(outsegh2));
    always @(posedge clk or posedge rst) begin
        if(rst) begin
            Disp_Val <= 7'd0;
            Disp_Seg <= 8'd0;
        end else begin
            if(CntRec == 16'd16384)
                begin   
                        Disp_Val <= outsegm1;
                        Disp_Seg <= 8'b11111110;
            end else if(CntRec == 16'd32768)
                begin   
                        Disp_Val <= outsegm2;
                        Disp_Seg <= 8'b11111101;
            end else if(CntRec == 16'd49152)
                begin   
                        Disp_Val <= outsegh1;
                        Disp_Seg <= 8'b11111011;
            end else if(CntRec == 16'd65535)
                begin   
                        Disp_Val <= outsegh2;
                        Disp_Seg <= 8'b11110111;
            end
        end
    end
endmodule
module bcd2seg(
    input [3:0] bcd,
    output reg [6:0] outseg  );
    always @(*) begin
        case(bcd)
          4'd0: outseg=7'b1000000;
          4'd1: outseg=7'b1111001;
          4'd2: outseg=7'b0100100;
          4'd3: outseg=7'b0110000;  
          4'd4: outseg=7'b0011001;
          4'd5: outseg=7'b0010010;
          4'd6: outseg=7'b0000010;
          4'd7: outseg=7'b1111000;
          4'd8: outseg=7'b0000000;
          4'd9: outseg=7'b0010000;
          default: outseg=7'b0000000;
        endcase
    end
endmodule
module bin2bcd (
    input [5:0] bin,
    output reg [3:0] bcd0,
    output reg [3:0] bcd1
);
always @(*) begin
    case (bin)
    6'd0: begin bcd1 <= 4'b0000; bcd0 <= 4'b0000; end
    6'd1: begin bcd1 <= 4'b0000; bcd0 <= 4'b0001; end
    6'd2: begin bcd1 <= 4'b0000; bcd0 <= 4'b0010; end
    6'd3: begin bcd1 <= 4'b0000; bcd0 <= 4'b0011; end
    6'd4: begin bcd1 <= 4'b0000; bcd0 <= 4'b0100; end
    6'd5: begin bcd1 <= 4'b0000; bcd0 <= 4'b0101; end
    6'd6: begin bcd1 <= 4'b0000; bcd0 <= 4'b0110; end
    6'd7: begin bcd1 <= 4'b0000; bcd0 <= 4'b0111; end
    6'd8: begin bcd1 <= 4'b0000; bcd0 <= 4'b1000; end
    6'd9: begin bcd1 <= 4'b0000; bcd0 <= 4'b1001; end
    6'd10: begin bcd1 <= 4'b0001; bcd0 <= 4'b0000; end
    6'd11: begin bcd1 <= 4'b0001; bcd0 <= 4'b0001; end
    6'd12: begin bcd1 <= 4'b0001; bcd0 <= 4'b0010; end
    6'd13: begin bcd1 <= 4'b0001; bcd0 <= 4'b0011; end
    6'd14: begin bcd1 <= 4'b0001; bcd0 <= 4'b0100; end
    6'd15: begin bcd1 <= 4'b0001; bcd0 <= 4'b0101; end
    6'd16: begin bcd1 <= 4'b0001; bcd0 <= 4'b0110; end
    6'd17: begin bcd1 <= 4'b0001; bcd0 <= 4'b0111; end
    6'd18: begin bcd1 <= 4'b0001; bcd0 <= 4'b1000; end
    6'd19: begin bcd1 <= 4'b0001; bcd0 <= 4'b1001; end
    6'd20: begin bcd1 <= 4'b0010; bcd0 <= 4'b0000; end
    6'd21: begin bcd1 <= 4'b0010; bcd0 <= 4'b0001; end
    6'd22: begin bcd1 <= 4'b0010; bcd0 <= 4'b0010; end
    6'd23: begin bcd1 <= 4'b0010; bcd0 <= 4'b0011; end
    6'd24: begin bcd1 <= 4'b0010; bcd0 <= 4'b0100; end
    6'd25: begin bcd1 <= 4'b0010; bcd0 <= 4'b0101; end
    6'd26: begin bcd1 <= 4'b0010; bcd0 <= 4'b0110; end
    6'd27: begin bcd1 <= 4'b0010; bcd0 <= 4'b0111; end
    6'd28: begin bcd1 <= 4'b0010; bcd0 <= 4'b1000; end
    6'd29: begin bcd1 <= 4'b0010; bcd0 <= 4'b1001; end
    6'd30: begin bcd1 <= 4'b0011; bcd0 <= 4'b0000; end
    6'd31: begin bcd1 <= 4'b0011; bcd0 <= 4'b0001; end
    6'd32: begin bcd1 <= 4'b0011; bcd0 <= 4'b0010; end
    6'd33: begin bcd1 <= 4'b0011; bcd0 <= 4'b0011; end
    6'd34: begin bcd1 <= 4'b0011; bcd0 <= 4'b0100; end
    6'd35: begin bcd1 <= 4'b0011; bcd0 <= 4'b0101; end
    6'd36: begin bcd1 <= 4'b0011; bcd0 <= 4'b0110; end
    6'd37: begin bcd1 <= 4'b0011; bcd0 <= 4'b0111; end
    6'd38: begin bcd1 <= 4'b0011; bcd0 <= 4'b1000; end
    6'd39: begin bcd1 <= 4'b0011; bcd0 <= 4'b1001; end
    6'd40: begin bcd1 <= 4'b0100; bcd0 <= 4'b0000; end
    6'd41: begin bcd1 <= 4'b0100; bcd0 <= 4'b0001; end
    6'd42: begin bcd1 <= 4'b0100; bcd0 <= 4'b0010; end
    6'd43: begin bcd1 <= 4'b0100; bcd0 <= 4'b0011; end
    6'd44: begin bcd1 <= 4'b0100; bcd0 <= 4'b0100; end
    6'd45: begin bcd1 <= 4'b0100; bcd0 <= 4'b0101; end
    6'd46: begin bcd1 <= 4'b0100; bcd0 <= 4'b0110; end
    6'd47: begin bcd1 <= 4'b0100; bcd0 <= 4'b0111; end
    6'd48: begin bcd1 <= 4'b0100; bcd0 <= 4'b1000; end
    6'd49: begin bcd1 <= 4'b0100; bcd0 <= 4'b1001; end
    6'd50: begin bcd1 <= 4'b0101; bcd0 <= 4'b0000; end
    6'd51: begin bcd1 <= 4'b0101; bcd0 <= 4'b0001; end
    6'd52: begin bcd1 <= 4'b0101; bcd0 <= 4'b0010; end
    6'd53: begin bcd1 <= 4'b0101; bcd0 <= 4'b0011; end
    6'd54: begin bcd1 <= 4'b0101; bcd0 <= 4'b0100; end
    6'd55: begin bcd1 <= 4'b0101; bcd0 <= 4'b0101; end
    6'd56: begin bcd1 <= 4'b0101; bcd0 <= 4'b0110; end
    6'd57: begin bcd1 <= 4'b0101; bcd0 <= 4'b0111; end
    6'd58: begin bcd1 <= 4'b0101; bcd0 <= 4'b1000; end
    6'd59: begin bcd1 <= 4'b0101; bcd0 <= 4'b1001; end
    6'd60: begin bcd1 <= 4'b0110; bcd0 <= 4'b0000; end
    default: begin bcd1 <= 4'b0000; bcd0 <= 4'b0000; end
    endcase
end
endmodule
==> flow/run.sh <==
#!/bin/bash
# OpenROAD 26Q1-2900-gdf79404cd8, Yosys 0.63+post, stock flow scripts
make -C /OpenROAD-flow-scripts/flow DESIGN_CONFIG=/design/flow/config.mk WORK_HOME=/design/flow/orfs finish
==> flow/config.mk <==
export PLATFORM = sky130hd
export DESIGN_NAME = digiclk
export DESIGN_NICKNAME = digiclk
export VERILOG_FILES = /design/flow/design.v
export SDC_FILE = /design/flow/constraint.sdc
export NUM_CORES = 4
export LEC_CHECK = 1
export CORE_UTILIZATION = 40
==> flow/constraint.sdc <==
current_design digiclk

set clk_period 3.3
set clk_io_pct 0.2

create_clock -name clk0 -period $clk_period [get_ports {clk}]

set non_clock_inputs [all_inputs -no_clocks]
set_input_delay [expr $clk_period * $clk_io_pct] -clock clk0 $non_clock_inputs
set_output_delay [expr $clk_period * $clk_io_pct] -clock clk0 [all_outputs]
==> summary.txt <==
The flow completed. Number of antenna violations at the first check in global routing landed at 0. Looking at the gate-level netlist, the highest instance count belongs to sky130_fd_sc_hd__nor2_1. The core region is 14,040 µm². Global routing usage on met3 landed at 0.01281. For this block, the via count after detailed routing is 4,480. Summing every instance area after synthesis gives 5841 µm². The share of synthesized area in the top cell type comes to 0.2399. Number of standard cells after synthesis landed at 646. Met1 capacity usage during global routing landed at 0.2630.

Post-cts gate resize count landed at 0. The worst setup path is launched from a flop. Summed over all instances, the cell type with the most area after synthesis is sky130_fd_sc_hd__dfrtp_1. Deepest clock path buffer count landed at 2.

In this run the worst hold path is classified as reg -> reg. Clock buffer count from CTS landed at 5. Sorting the synthesized cells by area gives the leading types as sky130_fd_sc_hd__dfrtp_1, sky130_fd_sc_hd__dfxtp_1, sky130_fd_sc_hd__ha_1, sky130_fd_sc_hd__nor2_1, sky130_fd_sc_hd__xnor2_1.

The tree is rooted in a sky130_fd_sc_hd__clkbuf_16. The final timing summary puts the cycle share of the worst path at 0.7798. Met2 track demand over resource in global routing landed at 0.2514. The number of maximum-capacitance violations recorded for the run is 0. Clock skew on the completed layout was measured at 0.009931 ns.

The final antenna diode tally reported by the flow is 0. Total detailed-routing wirelength landed at 11.46 mm. Maximum achievable frequency landed at 0.3886 GHz.

Setup repair after global routing left no endpoint under its margin. The commonest cells after synthesis are sky130_fd_sc_hd__nor2_1, sky130_fd_sc_hd__dfrtp_1, sky130_fd_sc_hd__nand2_1, sky130_fd_sc_hd__ha_1, sky130_fd_sc_hd__inv_1. For this sky-water flow run, the detailed-routed wirelength per cell is reported as 13.81 µm. Setup TNS after final layout landed at 0 ns.

Post-synthesis sequential area ratio landed at 0.3599. Fill cells in the final layout number 1,276. Row count landed at 43. The post-CTS hold buffer count recorded in the log is 0. TritonCTS built the clock tree. Post-place setup slack landed at 0.7400 ns. CTS H-tree depth landed at 2. The critical path in this run is classified as reg -> reg. Flip-flop and latch count after synthesis landed at 88. Total routing resource utilization after global routing landed at 0.1626.

The final report lists a non-filler cell total of 830. Initial standard-cell utilization of the core landed at 0.4159. The first global-routing pass estimated 19.62 mm of wire.

Number of DRC markers in iteration 0 landed at 314. The gate-level netlist out of Yosys references 82 unique cell types. Cell area after placement landed at 6167 µm².

Routability-driven placement finished with a final weighted congestion of 0.9017. I/O pin count landed at 23. 38 endpoints have no timing constraint. Number of DRC violations after detailed routing landed at 0. Number of iterations in the first detailed-routing pass landed at 4. For this run, the chip area from Yosys synthesis comes to 5841 µm². For reference, the final report shows the max-slew violation count at 0.

In the placement report, post-DP HPWL is listed as 8.463 mm. The most used flip-flop cell after synthesis is sky130_fd_sc_hd__dfrtp_1. The run finished with clean final reports. Synthesized area per cell landed at 9.041 µm².

The final hold violation count recorded for this run is 0. Leakage power total landed at 2.648 nW. Relative to the synthesized area, the layout overhead comes to 8.205%. Horizontal die dimension landed at 122.8 µm. The synthesized netlist was found by Yosys to have 646 cells. Peak supply drop landed at 0.2032 mV. The worst setup path is captured at a flop.

Total global routing overflow landed at 0. After synthesis, the share of flip-flops with an asynchronous set or reset is 0.6364. Number of register pins that no clock reaches landed at 32. In this run, synthesis inferred 6 flip-flops with an integrated enable.

The detailed placer reported the number of placed instances as 822. Per the slew report, the remaining headroom to the max-slew limit stands at 0.3862. Final worst-path setup slack landed at 0.7265 ns. Entering global routing, the biggest net connects 57 pins. Transition time of the tightest slew-check pin landed at 0.9191 ns. Clock latency on the worst-skew pair, taken at its later pin, is 0.29 ns. Chip area landed at 15,090 µm².

Ratio of routed vias to standard cells landed at 5.398. Warnings reported by Yosys during synthesis add up to 3. Final non-filler cell area landed at 6320 µm². met1 is the most crowded layer. Worst path required time landed at 3.50 ns. Fraction of final layout cells with drive strength greater than 1 landed at 0.07077. Final count of negative-setup-slack endpoints landed at 0. The number of global-route vias before repair came to 4,146. Per the OpenROAD floorplan log, the height of the die is 122.8 µm. Core utilization of the finished layout landed at 0.4501. Setup fix buffers added after clock tree synthesis landed at 0.

Time the final worst path needs with I/O delays and setup landed at 2.573 ns. STA puts the critical path data arrival time at 2.77 ns. The stage logs contain a warning count of 52. Quantity of I/O buffers inserted on ports landed at 21. Power spread over the standard cell area amounts to 220.4 nW/µm². Clock transition time at the flip-flop clock pins of the worst setup and hold paths landed at 0.07 ns. Remaining antenna violation count after routing landed at 0.

STA lists the maximum fanout along the critical path as 17.
## layout by cell type (no fill, tap or decap), types with 20 or more instances in the layout
| master | count |
|---|---|
| sky130_fd_sc_hd__nand3_1 | 23 |
| sky130_fd_sc_hd__dfrtp_1 | 56 |
| sky130_fd_sc_hd__o21ai_0 | 24 |
| sky130_fd_sc_hd__dfxtp_1 | 26 |
| sky130_fd_sc_hd__nand2_1 | 55 |
| sky130_fd_sc_hd__clkdlybuf4s50_1 | 21 |
| sky130_fd_sc_hd__ha_1 | 38 |
| sky130_fd_sc_hd__inv_1 | 36 |
| sky130_fd_sc_hd__xnor2_1 | 27 |
| sky130_fd_sc_hd__xor2_1 | 20 |
| sky130_fd_sc_hd__nor2_1 | 64 |
## metal layers
layer	wire [µm]	share of wire
met4	93	0.0081
met1	6053	0.53
met3	356	0.031
met5	0	0
met2	4957	0.43
## area by class of cell
class | instances | area [µm²] | share of cell area
clock buffers | 5 | 125.1 | 0.01980
well taps | 180 | 225.2 | 0.03564
repair buffers | 28 | 275.3 | 0.04356
multi-input cells | 486 | 3415 | 0.5403
clock inverters | 3 | 27.53 | 0.004356
flip-flops and latches | 88 | 2102 | 0.3326
inverters | 40 | 150.1 | 0.02376
## cell families after synthesis
logic type | count (synthesis) | synth area share
adder cells (fa/ha/maj) | 38 | 0.08141
multiplexers | 27 | 0.04906
buffers and inverters | 72 | 0.05548
AND-OR/OR-AND | 141 | 0.1810
flip-flops | 88 | 0.3599
other | 1 | 0.0006421
AND/OR/NAND/NOR | 232 | 0.2020
XOR/XNOR | 47 | 0.07048
## per-stage QoR
step	hold slack, ns	power (mW)
after floorplan	0.4241	0.8295
after global placement	0.4567	0.8689
after detailed placement	0.4676	0.8715
after CTS	0.4783	1.413
after global routing	0.4989	1.461
final	0.4737	1.393
## worst paths after layout
| path | from | to | slack (ns) | cells after the start |
|---|---|---|---|---|
| min in group asynchronous | rst | counter[21] | 1.04 | 3 |
| max in group asynchronous | rst | Disp_Seg[3] | 2.02 | 3 |
| worst min-delay path | CntRec[0] | CntRec[0] | 0.47 | 1 |
| worst min register to register | CntRec[0] | CntRec[0] | 0.47 | 1 |
| worst max-delay path | CntRec[0] | Disp_Val[1] | 0.73 | 8 |
| worst max register to register | CntRec[0] | Disp_Val[1] | 0.73 | 8 |
## critical path: stages (launching register included)
cell and delay (ns):
sky130_fd_sc_hd__dfrtp_1 0.40, sky130_fd_sc_hd__ha_1 0.24, sky130_fd_sc_hd__and4_1 0.22, sky130_fd_sc_hd__and3_1 0.20, sky130_fd_sc_hd__nor2b_1 0.17, sky130_fd_sc_hd__and3_1 0.21
sky130_fd_sc_hd__nor3_2 0.74, sky130_fd_sc_hd__a22oi_1 0.20, sky130_fd_sc_hd__o31ai_1 0.10
## sequential cells by signal (all words and copies together), names as in the netlist, 5 cells and up
name and count:
counter 27, CntRec 16, Disp_Val 7, outh 6
outm 6, outs 6, Disp_Seg 5
## power by group
| group | internal [mW] | total (mW) | switching [mW] |
|---|---|---|---|
| combinational | 0.0643 | 0.168 | 0.104 |
| sequential | 0.690 | 0.690 | 0 |
| clock | 0.288 | 0.535 | 0.247 |
| total | 1.04 | 1.39 | 0.351 |
Power figures rest on the tool's default switching activity, not on a simulated workload.
